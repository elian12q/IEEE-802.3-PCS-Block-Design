### design/flow/design.v
module PCS_TRASMIT_CODE_GROUP(
    input wire clk, reset, power_on,
    input wire [7:0] tx_o_set,
    input wire [7:0] data_o_set,
    output reg [9:0] tx_code_group,
    output reg tx_oset_indicate
);
    reg [7:0] state, nxt_state;  
    reg tx_even, nxt_tx_even;  
    reg nxt_tx_oset_indicate;  
    reg tx_disparity, nxt_tx_disparity;
    parameter GENERATE_CODE_GROUPS = 8'b00000001;
    parameter IDLE_DISPARITY_TEST  = 8'b00000010;
    parameter IDLE_DISPARITY_OK    = 8'b00000100;
    parameter IDLE_I2B             = 8'b00001000;
    parameter IDLE_DISPARITY_WRONG = 8'b00010000;
    parameter IDLE_I1B             = 8'b00100000;
    parameter DATA_GO              = 8'b01000000;
    parameter SPECIAL_GO           = 8'b10000000;
    parameter I       = 8'b10111100;   
    parameter I_RDN   = 10'b0011111010 ;  
    parameter I_RDP   = 10'b1100000101 ; 
    parameter I1B     = 8'b11000101;  
    parameter I1B_RDN = 10'b1010010110;
    parameter I1B_RDP = 10'b1010010110;
    parameter I2B     = 8'b01010000;  
    parameter I2B_RDN = 10'b0110110101;
    parameter I2B_RDP = 10'b1001000101;
    parameter S       = 8'b11111011;
    parameter S_RDN   = 10'b1101101000;
    parameter S_RDP   = 10'b0010010111;
    parameter R       = 8'b11110111;
    parameter R_RDN   = 10'b1110101000;
    parameter R_RDP   = 10'b0001010111;
    parameter T       = 8'b11111101;
    parameter T_RDN   = 10'b1011101000;
    parameter T_RDP   = 10'b0100010111;
    parameter D       = 8'b11111111;
    parameter D0      = 8'b00000000;
    parameter D0_RDN  = 10'b1001110100;
    parameter D0_RDP  = 10'b0110001011; 
    parameter D1      = 8'b00000001;
    parameter D1_RDN  = 10'b0111010100;
    parameter D1_RDP  = 10'b1000101011; 
    parameter D2      = 8'b00000010;
    parameter D2_RDN  = 10'b1011010100; 
    parameter D2_RDP  = 10'b0100101011;
    parameter D3      = 8'b00000011;
    parameter D3_RDN  = 10'b1100011011;
    parameter D3_RDP  = 10'b1100010100;
    parameter D4      = 8'b00000100;
    parameter D4_RDN  = 10'b1101010100; 
    parameter D4_RDP  = 10'b0010101011;
    parameter D5      = 8'b00000101;
    parameter D5_RDN  = 10'b1010011011;
    parameter D5_RDP  = 10'b1010010100; 
    parameter D6      = 8'b00000110;
    parameter D6_RDN  = 10'b0110011011; 
    parameter D6_RDP  = 10'b0110010100;
    parameter D7      = 8'b00000111;
    parameter D7_RDN  = 10'b1110001011;
    parameter D7_RDP  = 10'b0001110100;
    parameter D8      = 8'b00001000;
    parameter D8_RDN  = 10'b1110010100;
    parameter D8_RDP  = 10'b0001101011;
    parameter D9      = 8'b00001001;
    parameter D9_RDN  = 10'b1110011010; 
    parameter D9_RDP  = 10'b1001010100;
    function rd_calculate;
        input [9:0] cg;
        input rd_start;
        reg [5:0] sub_block_6;
        reg [3:0] sub_block_4;
        reg [2:0] ones_6;
        reg [2:0] zeros_6;
        reg [1:0] ones_4;
        reg [1:0] zeros_4;
        reg rd_mid;  
        begin
            sub_block_6 = cg[9:4];  
            sub_block_4 = cg[3:0];  
            ones_6 = sub_block_6[0] + sub_block_6[1] + sub_block_6[2] + sub_block_6[3] + sub_block_6[4] + sub_block_6[5];
            zeros_6 = 6 - ones_6;
            ones_4 = sub_block_4[0] + sub_block_4[1] + sub_block_4[2] + sub_block_4[3];
            zeros_4 = 4 - ones_4;
            if (ones_6 > zeros_6 || sub_block_6 == 6'b000111) begin
                rd_mid = 1;
            end else if (zeros_6 > ones_6 || sub_block_6 == 6'b111000) begin
                rd_mid = 0;
            end else begin
                rd_mid = rd_start;  
            end
            if (ones_4 > zeros_4 || sub_block_4 == 4'b0011) begin
                rd_calculate = 1;
            end else if (zeros_4 > ones_4 || sub_block_4 == 4'b1100) begin
                rd_calculate = 0;
            end else begin
                rd_calculate = rd_mid;  
            end
        end
    endfunction
    always @(posedge clk) 
    begin
        if (reset == 0)
            begin
            state <= GENERATE_CODE_GROUPS;
            tx_even <= 0;
            tx_oset_indicate <= 0;
            tx_disparity <= 0;
            end
        else 
            begin
            state <= nxt_state;
            tx_even <= nxt_tx_even;
            tx_oset_indicate <= nxt_tx_oset_indicate;
            tx_disparity <= nxt_tx_disparity;
            end                            
    end
    always @*
        begin
            nxt_state = state;
            nxt_tx_even = tx_even;
            nxt_tx_oset_indicate = tx_oset_indicate;
            nxt_tx_disparity = tx_disparity;
            case (state)
                GENERATE_CODE_GROUPS:
                    begin
                        if (power_on && reset)
                            begin
                                if (tx_o_set == I) 
                                    begin
                                     nxt_state  = IDLE_DISPARITY_TEST;
                                    end
                                else if (tx_o_set == D) 
                                    begin
                                        nxt_tx_oset_indicate = 1;
                                        nxt_state  = DATA_GO;    
                                    end
                                else if (tx_o_set == S || tx_o_set == T || tx_o_set == R) 
                                    begin
                                        nxt_tx_oset_indicate = 1;
                                        nxt_state  = SPECIAL_GO;    
                                    end
                            end
                        nxt_tx_even = !nxt_tx_even;
                    end
                IDLE_DISPARITY_TEST:
                    begin
                        if (!tx_disparity ) 
                            begin
                                nxt_state = IDLE_DISPARITY_OK;
                            end
                        else 
                            begin
                                nxt_state = IDLE_DISPARITY_WRONG;
                            end
                        nxt_tx_even = !nxt_tx_even;
                    end
                IDLE_DISPARITY_OK:
                    begin
                        tx_code_group = I_RDN;
                        tx_disparity = rd_calculate(I_RDN, tx_disparity);
                        nxt_tx_even = 1;
                        nxt_state = IDLE_I2B;
                        nxt_tx_oset_indicate = 1;
                    end
                IDLE_I2B:
                    begin                
                        if (tx_disparity) 
                        begin
                            tx_code_group = I2B_RDP;
                            tx_disparity = rd_calculate(I2B_RDP, tx_disparity);
                        end
                        else 
                        begin
                            tx_code_group = I2B_RDN;
                            tx_disparity = rd_calculate(I2B_RDN, tx_disparity);
                        end
                        nxt_tx_even = 0;
                        nxt_tx_oset_indicate =0;
                        nxt_state = GENERATE_CODE_GROUPS;
                    end
                IDLE_DISPARITY_WRONG:
                    begin
                        tx_code_group = I_RDN;
                        tx_disparity = rd_calculate(I_RDN, tx_disparity);
                        nxt_tx_even = 1;
                        nxt_state = IDLE_I1B;
                        nxt_tx_oset_indicate = 1;
                    end
                IDLE_I1B:
                    begin
                        tx_disparity = rd_calculate(I_RDN, tx_disparity);
                        if (tx_disparity) 
                        begin
                            tx_code_group = I1B_RDP;
                            tx_disparity = rd_calculate(I1B_RDP, tx_disparity);
                        end
                        else 
                        begin
                            tx_code_group = I1B_RDN;
                            tx_disparity = rd_calculate(I1B_RDN, tx_disparity);
                        end
                        nxt_tx_even = 0;
                        nxt_tx_oset_indicate =0;
                        nxt_state = GENERATE_CODE_GROUPS;
                    end
                DATA_GO:
                    begin
                        if (tx_disparity)   
                            begin
                                if (data_o_set == D0) 
                                    begin
                                        tx_code_group = D0_RDP;
                                        nxt_tx_disparity = rd_calculate(D0_RDP, tx_disparity);        
                                    end
                                else if (data_o_set == D1) 
                                    begin
                                        tx_code_group = D1_RDP;
                                        nxt_tx_disparity = rd_calculate(D1_RDP, tx_disparity);        
                                    end
                                else if (data_o_set == D2) 
                                    begin
                                        tx_code_group = D2_RDP;
                                        nxt_tx_disparity = rd_calculate(D2_RDP, tx_disparity);        
                                    end
                                else if (data_o_set == D3) 
                                    begin
                                        tx_code_group = D3_RDP;
                                        nxt_tx_disparity = rd_calculate(D3_RDP, tx_disparity);        
                                    end
                                else if (data_o_set == D4) 
                                    begin
                                        tx_code_group = D4_RDP;
                                        nxt_tx_disparity = rd_calculate(D4_RDP, tx_disparity);        
                                    end
                                else if (data_o_set == D5) 
                                    begin
                                        tx_code_group = D5_RDP;
                                        nxt_tx_disparity = rd_calculate(D5_RDP, tx_disparity);        
                                    end
                                else if (data_o_set == D6) 
                                    begin
                                        tx_code_group = D6_RDP;
                                        nxt_tx_disparity = rd_calculate(D6_RDP, tx_disparity);        
                                    end
                                else if (data_o_set == D7) 
                                    begin
                                        tx_code_group = D7_RDP;
                                        nxt_tx_disparity = rd_calculate(D7_RDP, tx_disparity);        
                                    end
                                else if (data_o_set == D8) 
                                    begin
                                        tx_code_group = D8_RDP;
                                        nxt_tx_disparity = rd_calculate(D8_RDP, tx_disparity);        
                                    end
                                else if (data_o_set == D9) 
                                    begin
                                        tx_code_group = D9_RDP;
                                        nxt_tx_disparity = rd_calculate(D9_RDP, tx_disparity);        
                                    end
                            end
                        else 
                            begin
                                if (data_o_set == D0) 
                                    begin
                                        tx_code_group = D0_RDN;
                                        nxt_tx_disparity = rd_calculate(D0_RDN, tx_disparity);        
                                    end
                                else if (data_o_set == D1) 
                                    begin
                                        tx_code_group = D1_RDN;
                                        nxt_tx_disparity = rd_calculate(D1_RDN, tx_disparity);        
                                    end
                                else if (data_o_set == D2) 
                                    begin
                                        tx_code_group = D2_RDN;
                                        nxt_tx_disparity = rd_calculate(D2_RDN, tx_disparity);        
                                    end
                                else if (data_o_set == D3) 
                                    begin
                                        tx_code_group = D3_RDN;
                                        nxt_tx_disparity = rd_calculate(D3_RDN, tx_disparity);        
                                    end
                                else if (data_o_set == D4) 
                                    begin
                                        tx_code_group = D4_RDN;
                                        nxt_tx_disparity = rd_calculate(D4_RDN, tx_disparity);        
                                    end
                                else if (data_o_set == D5) 
                                    begin
                                        tx_code_group = D5_RDN;
                                        nxt_tx_disparity = rd_calculate(D5_RDN, tx_disparity);        
                                    end
                                else if (data_o_set == D6) 
                                    begin
                                        tx_code_group = D6_RDN;
                                        nxt_tx_disparity = rd_calculate(D6_RDN, tx_disparity);        
                                    end
                                else if (data_o_set == D7) 
                                    begin
                                        tx_code_group = D7_RDN;
                                        nxt_tx_disparity = rd_calculate(D7_RDN, tx_disparity);        
                                    end
                                else if (data_o_set == D8) 
                                    begin
                                        tx_code_group = D8_RDN;
                                        nxt_tx_disparity = rd_calculate(D8_RDN, tx_disparity);        
                                    end
                                else if (data_o_set == D9) 
                                    begin
                                        tx_code_group = D9_RDN;
                                        nxt_tx_disparity = rd_calculate(D9_RDN, tx_disparity);        
                                    end
                            end
                        nxt_state =  GENERATE_CODE_GROUPS;
                        nxt_tx_even = !nxt_tx_even;
                        nxt_tx_oset_indicate = 0;
                    end
                SPECIAL_GO:
                    begin
                        if (tx_disparity) 
                            begin
                                if (tx_o_set == S) 
                                        begin
                                            tx_code_group = S_RDP;
                                            nxt_tx_disparity = rd_calculate(S_RDP, tx_disparity);        
                                        end
                                else if (tx_o_set == T) 
                                        begin
                                            tx_code_group = T_RDP;
                                            nxt_tx_disparity = rd_calculate(T_RDP, tx_disparity);        
                                        end
                                else if (tx_o_set == R) 
                                        begin
                                            tx_code_group = R_RDP;
                                            nxt_tx_disparity = rd_calculate(R_RDP, tx_disparity);        
                                        end
                            end
                        else
                            begin
                                if (tx_o_set == S) 
                                        begin
                                            tx_code_group = S_RDN;
                                            nxt_tx_disparity = rd_calculate(S_RDN, tx_disparity);        
                                        end
                                else if (tx_o_set == T) 
                                        begin
                                            tx_code_group = T_RDN;
                                            nxt_tx_disparity = rd_calculate(T_RDN, tx_disparity);        
                                        end
                                else if (tx_o_set == R) 
                                        begin
                                            tx_code_group = R_RDN;
                                            nxt_tx_disparity = rd_calculate(R_RDN, tx_disparity);        
                                        end    
                            end
                            if (tx_o_set == D) 
                                begin
                                    nxt_state =  GENERATE_CODE_GROUPS;
                                    tx_oset_indicate = 0;
                                end
                        nxt_tx_even = !nxt_tx_even;
                    end
                default : nxt_state =   GENERATE_CODE_GROUPS;
            endcase
        end  
endmodule
### design/flow/run.sh
#!/bin/bash
# OpenROAD 26Q1-2900-gdf79404cd8, Yosys 0.63+post, stock flow scripts
make -C /OpenROAD-flow-scripts/flow DESIGN_CONFIG=/design/flow/config.mk WORK_HOME=/design/flow/orfs finish
### design/flow/config.mk
export PLATFORM = sky130hd
export DESIGN_NAME = PCS_TRASMIT_CODE_GROUP
export DESIGN_NICKNAME = PCS_TRASMIT_CODE_GROUP
export VERILOG_FILES = /design/flow/design.v
export SDC_FILE = /design/flow/constraint.sdc
export NUM_CORES = 4
export LEC_CHECK = 1
export CORE_AREA = 10 10 98 98
export DIE_AREA = 0 0 108 108
### design/flow/constraint.sdc
current_design PCS_TRASMIT_CODE_GROUP

set clk_period 3.4
set clk_io_pct 0.2

create_clock -name clk0 -period $clk_period [get_ports {clk}]

set non_clock_inputs [all_inputs -no_clocks]
set_input_delay [expr $clk_period * $clk_io_pct] -clock clk0 $non_clock_inputs
set_output_delay [expr $clk_period * $clk_io_pct] -clock clk0 [all_outputs]
==> notes.md <==
yosys + openroad results -> Fail Step synthesis, Yosys Chip Area 1210 sq um, error message ERROR: Found 1 problems in 'check -assert'., YS warnings 1, status stopped before the end, Dominant flop cell dlxtn_1, asr flop ratio synth 0%, distinct lib cells 54, yosys stat cell total 164, FF+latch count, synth 20, count of library flops with an enable pin 0
synthesized netlist by cell type (all sizes together) (2+ instances only):
master	number	share of area, %
nand2	17	5.5
buf	14	7.8
o21ai	14	5.8
nor2	13	4.2
a21oi	11	4.9
dlxtn	11	14
dfxtp	9	15
nor3	8	3.7
nand3	7	3.3
inv	5	1.5
a31oi	4	2.1
and2	4	2.1
and3	4	2.1
clkbuf	3	0.93
maj3	3	2.7
o211ai	3	1.9
a211oi	2	1.2
nor4	2	1.5
nor4b	2	1.4
o2111ai	2	1.4
o21a	2	1.2
o221ai	2	1.4
or3	2	1.0
xnor2	2	1.4
xor2	2	2.1
cell families after synthesis:
kind of cell / synth area share (%)
other: 0.309
AND/OR/NAND/NOR: 29.8
buffers and inverters: 10.3
AND-OR/OR-AND: 24.9
adder cells (fa/ha/maj): 2.68
latches: 13.6
XOR/XNOR: 3.51
flip-flops: 14.9
