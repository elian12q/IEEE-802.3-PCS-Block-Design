--- design/flow/design.v ---
module PCS_TRASMIT_ORDERED_SET(
    input wire clk, reset, power_on,
    input wire tx_en, tx_er, tx_oset_indicate, tx_even,
    output reg [7:0] tx_o_set
);
    reg [5:0] state, nxt_state;  
    parameter XMIT_DATA           = 6'b000001;
    parameter START_OF_PACKET     = 6'b000010;
    parameter TX_PACKET           = 6'b000100;
    parameter TX_DATA             = 6'b001000;
    parameter END_OF_PACKET_NOEXT = 6'b010000;
    parameter EPO2_NOEXT          = 6'b100000;
    parameter I   = 8'b10111100; 
    parameter S   = 8'b11111011;
    parameter R   = 8'b11110111;
    parameter T   = 8'b11111101;
    parameter D   = 8'b11111111;
    parameter D0  = 8'b00000000; 
    parameter D1  = 8'b00000001; 
    parameter D2  = 8'b00000010; 
    parameter D3  = 8'b00000011; 
    parameter D4  = 8'b00000100; 
    parameter D5  = 8'b00000101; 
    parameter D6  = 8'b00000110; 
    parameter D7  = 8'b00000111; 
    parameter D8  = 8'b00001000; 
    parameter D9  = 8'b00001001; 
    always @(posedge clk) 
    begin
        if (reset == 0)
            begin
            state <= XMIT_DATA;
            end
        else
            begin
            state <= nxt_state;
            end
    end
    always @*
        begin
            nxt_state = state;
            case (state)
                XMIT_DATA:
                    begin
                        if (power_on && reset)
                        begin
                            tx_o_set = I;
                            if (tx_en && tx_oset_indicate) 
                                begin
                                    nxt_state = START_OF_PACKET;
                                end
                        end
                    end
                START_OF_PACKET:
                    begin
                        tx_o_set = S;
                        if (tx_oset_indicate) 
                        begin
                            nxt_state = TX_PACKET;    
                        end
                    end
                TX_PACKET :
                    begin
                        if (tx_en)
                            begin
                                nxt_state = TX_DATA;    
                            end
                        else
                            begin
                                nxt_state = END_OF_PACKET_NOEXT;
                            end 
                    end
                TX_DATA:
                    begin
                        tx_o_set = D;
                        if (tx_oset_indicate) 
                            begin
                                nxt_state = TX_PACKET;    
                            end
                    end
                END_OF_PACKET_NOEXT:
                    begin
                        tx_o_set = T;
                        if (tx_oset_indicate)
                            begin
                                nxt_state = EPO2_NOEXT;
                            end
                    end
                EPO2_NOEXT:
                    begin
                        tx_o_set = R;
                        if (  tx_oset_indicate)
                            begin
                                nxt_state = XMIT_DATA;
                            end
                    end
                default : nxt_state =  XMIT_DATA;
            endcase
        end  
endmodule
--- design/flow/run.sh ---
#!/bin/bash
# OpenROAD 26Q1-2900-gdf79404cd8, Yosys 0.63+post, stock flow scripts
make -C /OpenROAD-flow-scripts/flow DESIGN_CONFIG=/design/flow/config.mk WORK_HOME=/design/flow/orfs finish
--- design/flow/config.mk ---
export PLATFORM = sky130hd
export DESIGN_NAME = PCS_TRASMIT_ORDERED_SET
export DESIGN_NICKNAME = PCS_TRASMIT_ORDERED_SET
export VERILOG_FILES = /design/flow/design.v
export SDC_FILE = /design/flow/constraint.sdc
export NUM_CORES = 4
export LEC_CHECK = 1
export CORE_AREA = 10 10 70 70
export DIE_AREA = 0 0 80 80
--- design/flow/constraint.sdc ---
current_design PCS_TRASMIT_ORDERED_SET

set clk_period 1.5
set clk_io_pct 0.2

create_clock -name clk0 -period $clk_period [get_ports {clk}]

set non_clock_inputs [all_inputs -no_clocks]
set_input_delay [expr $clk_period * $clk_io_pct] -clock clk0 $non_clock_inputs
set_output_delay [expr $clk_period * $clk_io_pct] -clock clk0 [all_outputs]
==> impl_metrics.py <==
# Physical implementation metrics
metrics = {
    "run_status": {
        "outcome": "complete, no violations",
    },
    "logic_synthesis": {
        "ys_sh_adder": 0,
        "netlist.area_leader.share": 0.3265,
        "numSynthFlops": 10,
        "ys_top_logic_family": "simple AND/OR/NAND/NOR gates",
        "ys_sh_simple": 0.2211,
        "avgSynthCellArea_um2": 9.680,
        "syn_inst": 38,
        "ys_types": 22,
        "synth.cellmix.compoundShare": 0.1463,
        "ys_chip_area_um2": 367.9,
        "ys_sh_xor": 0,
        "mux_area_frac": 0.02721,
        "yosysWarningCount": 1,
        "synth_stat.cells": 38,
        "yosys.area.top_type": "dfxtp_1",
        "yosys-top-cells-area": "dfxtp_1 (33%), dlxtn_1 (16%), buf_4 (8.2%), nand2b_1 (5.1%), a21oi_1 (4.1%)",
        "synth_area_um2": 367.9,
    },
    "clocking": {
        "cts_buffers": 3,
        "clk_pin_slew_ns": 0.04,
        "clock_path_buffers": 2,
        "root_buffer": "clkbuf_4",
        "cts_setup_buffers": 0,
        "cts_hold_buf": 0,
        "cts_tree": "done",
        "clock_latency_ns": 0.25,
        "htree_levels": 1,
        "post_cts_resized": 0,
    },
    "worst_setup_path": {
        "cp_slowest_stage_delay_ns": 0.62,
        "rr_startpoint": "state[2]",
        "cp_slowest_cell": "clkdlybuf4s50_1",
        "critPathMaxFanout": 8,
        "critical_path.startpoint": "tx_oset_indicate",
        "endpoint_kind": "register",
        "cp_cell_sequence": "clkdlybuf4s50_1 -> nand3_1 -> a221o_1",
        "timing.reg2reg.setup_slack_ns": 0.66,
        "crit_required_ns": 1.63,
        "crit_buf_inv": 1,
        "crit_path_start_kind": "input pin",
        "worst-endpoint-arrival_ns": 1.38,
        "crit_family": "buffers and inverters",
        "r2r_end": "state[2]",
        "critical_path_class": "input pin to register",
        "reg2regPathDepth": 2,
    },
    "sta": {
        "unclocked_pins": 4,
        "untimed_endpoints": 9,
        "grt_setup_unrepaired": "false",
        "min_period_ns": 1.241,
        "setup_viol": 0,
        "fmax_ghz": 0.8057,
        "finClkSkew_ns": 0.002483,
        "finalHoldViolations": 0,
        "min_period_over_period": 0.8274,
        "final_max_slew_viol_count": 0,
        "setup-tns-final_ns": 0,
    },
    "global_routing": {
        "overflow": 0,
        "antenna_found_initial": 0,
        "grt_use_total": 0.02625,
        "grt_pass1_wl_um": 1317,
        "grt_pass1_vias": 309,
        "grt_max_degree": 9,
    },
    "die": {
        "pin_count": 15,
        "die_h_um": 80,
        "core-area_um2": 3416,
        "num_rows": 21,
        "initial_core_util": 0.1077,
        "fp.dieW_um": 80,
        "chip_area_um2": 6400,
    },
    "routing": {
        "firstDrtPassIters": 4,
        "diodes": 0,
        "vias": 290,
        "routed_via_density": 3.118,
        "first_iter_violations": 9,
        "wirelength_um": 828,
        "ant_nets": 0,
        "wl_per_cell_um": 8.903,
        "route.detailed.drc": 0,
    },
    "finish": {
        "n_fill_cell": 390,
        "area_growth_pct": 38.78,
        "final_cell_area_um2": 510.5,
        "drive_above_1_share": 0.1277,
    },
    "placement": {
        "portBuffers": 9,
        "placed_cell_area_um2": 488.0,
        "globalplace.congestion": 0.7018,
        "dp_hpwl_um": 639,
    },
    "run": {
        "cap_violations": 0,
        "warning_count": 27,
    },
    "pwr": {
        "ir_drop_mv": 0.4838,
        "leakagePower_nw": 0.2023,
        "powerDensity_nw_per_um2": 728.9,
    },
    "worst_hold_path": {
        "min_to": "state[2]",
        "min_from": "state[4]",
        "hp-class": "register to register",
        "hold_depth": 2,
    },
}
## worst reg2reg max path, cell delays in order, from the launching register on
cell,delay (ns)
dfxtp_1,0.39
or2b_1,0.24
a21oi_1,0.14
## cells in the mapped netlist (all sizes together)
library cell / instances
a21oi: 3
conb: 1
nor2: 1
a221o: 1
or4: 1
dfxtp: 6
or4b: 1
o21ai: 1
nand3: 1
or3: 1
dlxtn: 4
nor3: 1
buf: 5
nand4: 1
nand2: 2
a21bo: 1
inv: 1
mux2i: 1
or2b: 1
nand2b: 3
o211a: 1
## logic make-up (layout without fill, tap and decap cells)
group | after synthesis | in the layout
simple gates | 13 | 13
compound gates | 7 | 7
flops | 6 | 6
buf+inv | 6 | 13
latches | 4 | 4
other cells | 1 | 3
mux | 1 | 1
## worst max-delay path by stage
stage                      end  depth (start not counted)  slack [ns]
after CTS             state[0]                          3        0.28
after global routing  state[0]                          3        0.20
final                 state[0]                          3        0.26
## through the flow
step	worst slack, ns	instances	util	hold slack, ns	power, mW
floorplan	0.5717	40	-	0.4334	0.2056
global placement	0.05388	90	0.1429	0.4527	0.2228
detailed placement	0.02747	90	0.1429	0.4643	0.2240
CTS	0.2777	93	0.1495	0.4800	0.3792
global route	0.1961	93	0.1495	0.5043	0.4000
finish	0.2589	93	0.1495	0.4819	0.3721
## cells in the final DEF, fill, tap and decap left out, types with 2 or more instances in the layout
cell type	instances
clkdlybuf4s50_1	9
a21oi_1	3
nand2_1	2
nand2b_1	3
dlxtn_1	4
clkbuf_4	3
conb_1	3
dfxtp_1	6
## flip-flops by register name, summed over array words and instances, names as in the netlist
name and cells:
tx_o_set 4, state 6
## layout make-up
| type | count | area, um2 | area share |
|---|---|---|---|
| Tap cell | 46 | 57.56 | 0.1127 |
| Multi-Input combinational cell | 24 | 156.4 | 0.3064 |
| Clock buffer | 3 | 22.52 | 0.04412 |
| Sequential cell | 10 | 180.2 | 0.3529 |
| Inverter | 1 | 3.754 | 0.007353 |
| Timing Repair Buffer | 9 | 90.09 | 0.1765 |
## routing by layer
layer | share of wire | global-route usage | up-vias
met5 | 0 | 0 | -
met4 | 0 | 0.003521 | 0
met3 | 0.13 | 0.02045 | 0
met2 | 0.31 | 0.03291 | 15
met1 | 0.55 | 0.03490 | 132
li1 | - | - | 143
## power by group
part	internal, mW	switching [mW]	total [mW]
logic	0.0262	0.0163	0.0425
registers	0.174	0.00539	0.179
clock network	0.0906	0.0597	0.150
total	0.291	0.0813	0.372
Power figures rest on the tool's default switching activity, not on a simulated workload.
